[run.sh]
#!/bin/bash
# OpenROAD 26Q1-2900-gdf79404cd8, Yosys 0.63+post, stock flow scripts
make -C /OpenROAD-flow-scripts/flow DESIGN_CONFIG=/design/flow/config.mk WORK_HOME=/design/flow/orfs finish
[config.mk]
export PLATFORM = sky130hd
export DESIGN_NAME = sRAT
export DESIGN_NICKNAME = sRAT
export VERILOG_FILES = /design/flow/design.v
export SDC_FILE = /design/flow/constraint.sdc
export NUM_CORES = 4
export LEC_CHECK = 1
export CORE_UTILIZATION = 50
[constraint.sdc]
current_design sRAT

set clk_period 6.4
set clk_io_pct 0.2

create_clock -name clk0 -period $clk_period [get_ports {clk}]

set non_clock_inputs [all_inputs -no_clocks]
set_input_delay [expr $clk_period * $clk_io_pct] -clock clk0 $non_clock_inputs
set_output_delay [expr $clk_period * $clk_io_pct] -clock clk0 [all_outputs]
[design.v]
module Rename (
);
endmodule
module sRAT (
    input                   clk,rst,
    input   wire    [4:0]   inst0_rs1,inst0_rs2,
    output  reg     [5:0]   inst0_prs1,inst0_prs2,
    input   wire    [4:0]   inst1_rs1,inst1_rs2,
    output  reg     [5:0]   inst1_prs1,inst1_prs2,
    input   wire    [4:0]   inst2_rs1,inst2_rs2,
    output  reg     [5:0]   inst2_prs1,inst2_prs2,
    input   wire    [4:0]   inst3_rs1,inst3_rs2,
    output  reg     [5:0]   inst3_prs1,inst3_prs2,
    input   wire    [4:0]   inst0_dest,inst1_dest,inst2_dest,inst3_dest,
    input   wire    [5:0]   inst0_preg,inst1_preg,inst2_preg,inst3_preg, 
    input   wire    [3:0]   we,
    output  reg     [5:0]   inst0_pre_reg,inst1_pre_reg,inst2_pre_reg,inst3_pre_reg
    );
    reg [5:0] rat [0:31];
    integer i;
    always @(posedge clk ) begin
        if (rst) begin
            for (i = 0; i < 32; i = i + 1) begin
                rat[i] <= i;
            end
        end else begin
            if (we[3] && inst0_dest != 5'b0) begin
                rat[inst0_dest] <= inst0_preg;
            end
            if (we[2] && inst1_dest != 5'b0) begin
                rat[inst1_dest] <= inst1_preg;
            end
            if (we[1] && inst2_dest != 5'b0) begin
                rat[inst2_dest] <= inst2_preg;
            end
            if (we[0] && inst3_dest != 5'b0) begin
                rat[inst3_dest] <= inst3_preg;
            end
        end
    end
    always @(*) begin
        inst0_prs1=rat[inst0_rs1];
        inst0_prs2=rat[inst0_rs2]; 
    end
    always @(*) begin
        inst1_prs1 = rat[inst1_rs1];
        inst1_prs2 = rat[inst1_rs2];
        if (we[3]&&(inst0_dest==inst1_rs1)) begin
            inst1_prs1 = inst0_preg;
        end
        if (we[3]&&(inst0_dest==inst1_rs2)) begin
                inst1_prs2 = inst0_preg;
        end
    end
    always @(*) begin
        inst2_prs1=rat[inst2_rs1];
        inst2_prs2=rat[inst2_rs2]; 
        if (we[2]&&(inst1_dest==inst2_rs1)) begin
            inst2_prs1 = inst1_preg;
        end else if(we[3]&&(inst0_dest==inst2_rs1))begin
            inst2_prs1 = inst0_preg;
        end
        if (we[2]&&(inst1_dest==inst2_rs2)) begin
            inst2_prs2 = inst1_preg;
        end else if(we[3]&&(inst0_dest==inst2_rs2))begin
            inst2_prs2 = inst0_preg;
        end
    end
    always @(*) begin
        inst3_prs1=rat[inst3_rs1];
        inst3_prs2=rat[inst3_rs2];
        if (we[1]&&(inst2_dest==inst3_rs1)) begin
            inst3_prs1 = inst2_preg;
        end else if(we[2]&&(inst1_dest==inst3_rs1))begin
            inst3_prs1 = inst1_preg;
        end else if(we[3]&&(inst0_dest==inst3_rs1))begin
            inst3_prs1 = inst0_preg;
        end
        if (we[1]&&(inst2_dest==inst3_rs2)) begin
            inst3_prs2 = inst2_preg;
        end else if(we[2]&&(inst1_dest==inst3_rs2))begin
            inst3_prs2 = inst1_preg;
        end else if(we[3]&&(inst0_dest==inst3_rs2))begin
            inst3_prs2 = inst0_preg;
        end
    end
    always @(*) begin
        inst0_pre_reg = rat[inst0_dest];
        inst1_pre_reg = rat[inst1_dest];
        inst2_pre_reg = rat[inst2_dest];
        inst3_pre_reg = rat[inst3_dest];
        if (we[3]&&(inst0_dest == inst1_dest)) begin
            inst1_pre_reg = inst0_preg;
        end
        if (we[2]&&(inst1_dest == inst2_dest)) begin
            inst2_pre_reg = inst1_preg;
        end else if (we[3]&&(inst0_dest == inst2_dest)) begin
            inst2_pre_reg = inst0_preg;
        end
        if (we[1]&&(inst2_dest == inst3_dest)) begin
            inst3_pre_reg = inst2_preg;
        end else if (we[2]&&(inst1_dest == inst3_dest)) begin
            inst3_pre_reg = inst1_preg;
        end else if (we[3]&&(inst0_dest == inst3_dest)) begin
            inst3_pre_reg = inst0_preg;
        end
    end
endmodule
==> notes.md <==
run metrics: ys async rst share 0, YS warnings 1, LEAKAGE 11.7 nW, via count 37,643, clock sinks 192, DIE WIDTH 263 um, synth unique cells 77, Die H 263 um, Total GRT Usage 0.661, fmax 160 MHz, # Cells Yosys 3,243, outcome finished, final reports clean, Iteration-0 DRC Markers 6,928, CP peak stage delay 0.92 ns, Final Cycle Share 0.974, final setup margin 0.166 ns, postcts setup bufs 0, hold crit path type primary input to register, sequential share of the synthesized area 0.169, Core Box Area 67,300 um^2, commonest non-fill, non-tap cell in the layout mux4_2, Synth Instances 3,243, first-pass GRT wire length 290,000 um, CTS tree yes, Clock Tree Buf Depth 2, switching share of power 0.432, Routed Antenna Nets 0, DP Worst Slack 0.391 ns, row count 95, Mapped Avg Cell Area 10.5 um^2, I/O pin count 162, FP Util 0.506, clk root buf clkbuf_16, required time worst endpoint 5.12 ns, Detail Placement HPWL 140,000 um, drt pass-1 iters 14, final wirelength 213,000 um, Post-synth EDFFs 192, Buffers on Ports 161, routed vias/inst 9.31, largest net degree at the start of global routing 49, vias in the first global route 36,730, synthesized area 34,100 um^2, maximum VDD drop 213 uV, Net Switching 2.51 mW, Buf+Inv Stages, Crit Path 2, layout cells sized above 1 0.331, worst path arrival time 4.95 ns, slowest CP cell clkdlybuf4s50_1, final core utilization 0.549, Flop pwr share 0.313, combinational power share 0.500, initial antenna violation count 29, worst slew pin tran 1.38 ns, Wirelength per Cell 52.7 um, CP cell instances clkdlybuf4s50_1 -> xor2_1 -> nor4_1 -> and3_1 -> nor2b_1 -> a222oi_1 -> clkdlybuf4s50_1, Worst Setup Start Kind primary input, drt drc 0, Top delay family on crit path buffers and inverters, H-tree levels 4, most frequent logic cells in the routed design mux4_2 (619), nand2_1 (340), nor2_1 (312), buf_4 (259), edfxtp_1 (192), pins over their slew limit 0, cts bufs inserted 17, GR Overflow Total 0, GP Congestion 1.18, max-cap violations 0, Crit. End Element output port, # fillers 5,504, max FFs per register 192, Clock power frac 0.187, critical path class primary input to output port, tool warnings 25, setup violators final 0, PwrDens 157 nW/um^2, CP most frequent cell clkdlybuf4s50_1, Layout area overhead 8.35%, Clock transition at path regs 0.07 ns, Resize count post-CTS 0, Die ar. 69,200 um^2, unrepaired setup endpoints after global routing no, minimum clock period 6.23 ns, Registers, synthesis 192, YS chip area 34,100 um^2, final hold violation count 0, worst-path maximum fanout 14, headroom to the max-slew limit 0.0569, Post-CTS Hold Buffers 0, Main synth FF type edfxtp_1, setup TNS 0 ns, Regs by FF count rat x192, Top reg by flops rat, cell internal pwr 3.30 mW
-- cells by family after synthesis --
kind of cell / Yosys count / share of synthesized area
DFF: 192 / 0.169
muxes: 764 / 0.457
buffers and inverters: 605 / 0.0760
xor gates and xnor gates: 90 / 0.0231
AOI/OAI and AO/OA: 634 / 0.144
and+or+nand+nor: 957 / 0.131
other: 1 / 0.000110
-- routing by layer --
layer	vias to the layer above	routed length (um)	global-route usage
li1	13038	-	-
met4	65	25500	0.529
met5	-	1700	0.299
met2	5293	79700	0.792
met1	17519	59600	0.686
met3	1728	46900	0.589
-- through the flow --
stage | hold slack (ns) | instances | total power, mW | area [um^2]
after floorplan | 1.50 | 3248 | 3.22 | 34100
after global placement | 1.89 | 3954 | 4.44 | 36200
after detailed placement | 1.91 | 3954 | 4.47 | 36200
after CTS | 1.43 | 3986 | 5.53 | 36800
after global routing | 1.43 | 4008 | 5.78 | 36800
final | 1.48 | 4044 | 5.80 | 36900
-- power by group through the flow --
stage / clock network (mW) / logic [mW] / registers [mW]
5_1_grt: 1.11 / 2.88 / 1.78
4_1_cts: 1.08 / 2.69 / 1.76
6_report: 1.09 / 2.90 / 1.81
-- Yosys cell counts, types with 8 or more instances --
master | n | area share
a2111oi_0 | 10 | 0.0026
a211oi_1 | 11 | 0.0024
a21oi_1 | 19 | 0.0028
a221o_1 | 15 | 0.0044
a221oi_1 | 56 | 0.014
a222oi_1 | 50 | 0.015
a22oi_1 | 79 | 0.017
a31oi_1 | 83 | 0.015
and2_0 | 14 | 0.0026
and2_1 | 11 | 0.0020
and3_1 | 15 | 0.0028
and3b_1 | 9 | 0.0023
buf_1 | 45 | 0.0050
buf_2 | 116 | 0.017
buf_4 | 26 | 0.0057
clkbuf_1 | 385 | 0.042
edfxtp_1 | 192 | 0.17
inv_1 | 21 | 0.0023
mux2_2 | 45 | 0.015
mux2i_1 | 93 | 0.027
mux4_2 | 619 | 0.41
nand2_1 | 340 | 0.037
nand2b_1 | 10 | 0.0018
nand3_1 | 62 | 0.0091
nand3b_1 | 16 | 0.0035
nand4_1 | 23 | 0.0042
nor2_1 | 313 | 0.034
nor2b_1 | 14 | 0.0026
nor3_1 | 42 | 0.0062
nor4_1 | 23 | 0.0042
o2111ai_1 | 20 | 0.0051
o211ai_1 | 8 | 0.0018
o21ai_0 | 46 | 0.0068
o221ai_1 | 79 | 0.020
o22ai_1 | 9 | 0.0017
o31ai_1 | 103 | 0.023
or4_1 | 14 | 0.0031
xnor2_1 | 38 | 0.0098
xor2_1 | 52 | 0.013
-- final timing paths --
kind                       from               end  slack, ns  cells past startpoint
setup / recovery  inst1_dest[4]  inst2_pre_reg[4]       0.17                      7
hold / removal              rst         rat[0][5]       1.48                      1
-- final cells by class --
cell class / count / area, um^2 / area share
multi-input combinational: 2451 / 25800 / 0.699
timing repair buffer: 417 / 3460 / 0.0938
clock inverter: 14 / 149 / 0.00403
sequential: 192 / 5770 / 0.156
inverter: 21 / 78.8 / 0.00214
clock buffer: 18 / 429 / 0.0116
tap: 873 / 1090 / 0.0296
antenna: 58 / 145 / 0.00393
Power figures rest on the tool's default switching activity, not on a simulated workload.
